File: design/flow/run.sh
#!/bin/bash
# OpenROAD 26Q1-2900-gdf79404cd8, Yosys 0.63+post, stock flow scripts
make -C /OpenROAD-flow-scripts/flow DESIGN_CONFIG=/design/flow/config.mk WORK_HOME=/design/flow/orfs finish
File: design/flow/config.mk
export PLATFORM = sky130hd
export DESIGN_NAME = mostra_destino
export DESIGN_NICKNAME = mostra_destino
export VERILOG_FILES = /design/flow/design.v
export SDC_FILE = /design/flow/constraint.sdc
export NUM_CORES = 4
export LEC_CHECK = 1
export CORE_AREA = 10 10 70 70
export DIE_AREA = 0 0 80 80
File: design/flow/constraint.sdc
current_design mostra_destino

set clk_period 1.0
set clk_io_pct 0.2

create_clock -name clk0 -period $clk_period [get_ports {clock}]

set non_clock_inputs [all_inputs -no_clocks]
set_input_delay [expr $clk_period * $clk_io_pct] -clock clk0 $non_clock_inputs
set_output_delay [expr $clk_period * $clk_io_pct] -clock clk0 [all_outputs]
File: design/flow/design.v
module mostra_destino (
	input [2:0]de,
	input clock,
	output reg[8:0] e
);
always@(posedge clock)
	begin
		case(de)
			2'b00: e <= 7'b1111001;
			2'b01: e <= 7'b0100100;
			2'b10: e <= 7'b0110000;
			2'b11: e <= 7'b0011001;
		endcase
	end
endmodule
==> run summary <==
yosys + openroad results -> Critical Setup Path Class flip-flop to output port, max reg flops 5, min-delay worst type input port to flip-flop, Seq share, synth 66.30%, final worst-path cycle share 93.45%, synthesized instance count 17, Synth cell types 9, Mapped Area 226.5 um^2, core area 0.003416 mm^2, Routed WL 527 um, status complete, no violations, initial antenna violation count 0, max-slew violations 0, chip area 0.006400 mm^2, CP delay by family, top flip-flops, clk sinks 5, Slowest cell on crit path edfxtp_1, crit path launch e[6], Mean Syn Cell Area 13.32 um^2, Tot Pwr 0.0005356 W, Total GRT Usage 1.700%, drt via density 1.905, Crit. End Element output port, Max Root-Sink Buffers 2, htree depth 1, yosys stat cell total 17, clock tree from TritonCTS done, highest clock rate 1070 MHz, Syn-to-layout area delta 52.49%, crit path DRT 0.80 ns, share of layout cells above drive strength 1 39.29%, ys flops 5, Antenna Cells 0, CP Data Arrival Time 0.73 ns, Port-buffer cells 9, Worst setup SP type flip-flop, total CTS buffers 3, # rows 21, Max VDD drop 0.0002689 V, Largest Register e, worst hold start de[0], setup TNS 0 ns, tool warnings 25, top flop regs e x5, Max stage delay on crit path 0.37 ns, Lkg Pwr 0.1299 nW, I/O pin count 13, hold-critical path endpoint e[5], RSZ-0062 raised after global routing no, FP Util 6.630%, setup violators final 0, grt ovf 0, DR pass1 iterations 2, Detailed Route Iter0 Violations 6, min Tclk post-route 0.9345 ns, Clock transition at path regs 0.04 ns, Crit path buffers/inverters 1, vias in the first global route 166, PD cells 1551 mW/mm^2, Fin. Hold Viols 0, # DRC 0, first-pass GRT wire length 765 um, max-capacitance violation count 0, Routed Antenna Nets 0, crit-path max FO 1, Die H 80 um, crit path cell chain buf_2, worst hold slack 0.4232 ns, Via Count 141, pin count of the biggest net entering global routing 9, GPL Wtd Cong 0.6733, Syn. warnings 1, die extent in x 80 um, routed len/inst 7.122 um, yosys stat chip area 226.5 um^2, clock root buffer clkbuf_4, hold depth 2
-- repair_timing --
item                       in CTS  in global routing
gates resized                  18                  3
hold buffers                    0                  0
setup endpoints to repair       8                  5
setup buffers                   0                  0
-- synth_stat cells --
master / number / area (um^2)
edfxtp_1: 5 / 150.1
buf_4: 4 / 30.03
inv_1: 2 / 7.510
conb_1: 1 / 3.750
nand2_1: 1 / 3.750
nand3_1: 1 / 5.000
nor3b_2: 1 / 12.51
o21ai_0: 1 / 5.000
xor2_1: 1 / 8.760
-- where the power goes --
part           switching, W  internal [W]  total (W)
Combinational     0.0000196     0.0000247  0.0000443
Clock             0.0000861      0.000151   0.000237
Sequential       0.00000423      0.000250   0.000254
-- per-stage QoR --
stage / util, % / cells / setup slack, ns / instance area [um^2]
after floorplan: - / 19 / 0.2779 / 234.0
after CTS: 10.40 / 74 / 0.002008 / 355.3
after global routing: 10.11 / 74 / 0.02533 / 345.3
final: 10.11 / 74 / 0.06551 / 345.3
after global placement: 10.29 / 70 / -0.2311 / 351.6
after detailed placement: 10.29 / 70 / -0.2705 / 351.6
-- placed cells by master, fill, tap and decap left out, types with 2 or more instances in the layout --
| master | netlist | layout |
|---|---|---|
| conb_1 | 1 | 3 |
| edfxtp_1 | 5 | 5 |
| dlygate4sd2_1 | 0 | 2 |
| clkbuf_2 | 0 | 2 |
| clkbuf_4 | 0 | 3 |
| buf_2 | 0 | 4 |
-- logic make-up (layout without fill, tap and decap cells) --
| kind of cell | count (synthesis) | in the layout | share of synthesized area, % |
|---|---|---|---|
| other cells | 1 | 3 | 1.656 |
| xor+xnor | 1 | 1 | 3.868 |
| flops | 5 | 5 | 66.30 |
| compound gates | 1 | 1 | 2.208 |
| simple gates | 3 | 3 | 9.388 |
| buf+inv | 6 | 15 | 16.58 |
-- worst max-delay path by stage --
stage,cells past startpoint,to,slack (ns)
global route,1,e[0],0.03
CTS,3,e[6],0.002
finish,1,e[6],0.07
-- cell type report --
type                    count  area (um^2)
fillers                   403         3070
flip-flops and latches      5        150.1
repair buffers              9        57.56
well taps                  46        57.56
multi-input cells           8        46.29
clock buffers               4        26.28
inverters                   2        7.507
-- per-layer routing --
layer	track usage, %	up-vias	routed length, um
met2	1.525	12	139
met4	0.1761	0	0
met1	1.351	59	197
met5	0	-	0
met3	3.750	0	189
li1	-	70	-
No activity file was given, so power comes from the tool's default toggle rates.
