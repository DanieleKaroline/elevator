[flow/design.v]
module mostra_andar(
	input sen1, sen2, sen3, sen4, clock,
	output reg[6:0] a
);
always@(posedge clock)
	begin
		if(sen1) a <= 7'b1111001;
		else if(sen2) a <= 7'b0100100;
		else if(sen3) a <= 7'b0110000;
		else if(sen4) a <= 7'b0011001;
	end
endmodule
[flow/run.sh]
#!/bin/bash
# OpenROAD 26Q1-2900-gdf79404cd8, Yosys 0.63+post, stock flow scripts
make -C /OpenROAD-flow-scripts/flow DESIGN_CONFIG=/design/flow/config.mk WORK_HOME=/design/flow/orfs finish
[flow/config.mk]
export PLATFORM = sky130hd
export DESIGN_NAME = mostra_andar
export DESIGN_NICKNAME = mostra_andar
export VERILOG_FILES = /design/flow/design.v
export SDC_FILE = /design/flow/constraint.sdc
export NUM_CORES = 4
export LEC_CHECK = 1
export CORE_AREA = 10 10 70 70
export DIE_AREA = 0 0 80 80
[flow/constraint.sdc]
current_design mostra_andar

set clk_period 1.2
set clk_io_pct 0.2

create_clock -name clk0 -period $clk_period [get_ports {clock}]

set non_clock_inputs [all_inputs -no_clocks]
set_input_delay [expr $clk_period * $clk_io_pct] -clock clk0 $non_clock_inputs
set_output_delay [expr $clk_period * $clk_io_pct] -clock clk0 [all_outputs]
==> node_exporter_impl.prom <==
# HELP chip_impl_metric Physical implementation figures
# TYPE chip_impl_metric gauge
chip_impl_metric{name="cap_violations",unit=""} 0
chip_impl_metric{name="largest_register_ff_count",unit=""} 5
chip_impl_metric{name="worst-r2r-setup-slack",unit="ns"} 0.25
chip_impl_metric{name="number_of_instances_in_the_synthesized_netlist",unit=""} 19
chip_impl_info{name="min-delay-start",value="a[6]"} 1
chip_impl_metric{name="ant_nets",unit=""} 0
chip_impl_info{name="timing_worst_setup_path_type",value="flop to output port"} 1
chip_impl_metric{name="post_layout_nonfiller_instances",unit=""} 82
chip_impl_metric{name="drt-initial-drc-count",unit=""} 15
chip_impl_metric{name="gpl.final_weighted_congestion",unit=""} 0.814
chip_impl_info{name="status",value="complete, no violations"} 1
chip_impl_metric{name="max_freq",unit="MHz"} 872
chip_impl_metric{name="clock_power_share",unit="%"} 44.4
chip_impl_metric{name="wl",unit="um"} 669
chip_impl_metric{name="grt_pass1_vias",unit=""} 220
chip_impl_metric{name="combinational_fraction_of_design_power",unit="%"} 13.8
chip_impl_metric{name="ys_warn_count",unit=""} 1
chip_impl_info{name="rsz0062_at_grt",value="no"} 1
chip_impl_metric{name="global_route.usage.total",unit="%"} 2.39
chip_impl_metric{name="num_io_pins",unit=""} 12
chip_impl_metric{name="power_switching",unit="uW"} 92.2
chip_impl_metric{name="peak_supply_drop",unit="mV"} 0.250
chip_impl_metric{name="worst_hold_slack",unit="ns"} 0.459
chip_impl_info{name="max_flop_register",value="a"} 1
chip_impl_metric{name="insertion_delay_to_the_later_sink_of_the_worst_skew_pair",unit="ns"} 0.24
chip_impl_metric{name="syn_to_final_growth",unit="%"} 109
chip_impl_info{name="largest_registers",value="a x5"} 1
chip_impl_metric{name="dr_total_vias",unit=""} 191
chip_impl_metric{name="first_pass_iters",unit=""} 3
chip_impl_metric{name="ys_types",unit=""} 13
chip_impl_info{name="critPathLaunchType",value="flop"} 1
chip_impl_metric{name="rr_worst_depth",unit=""} 2
chip_impl_metric{name="top_area_share",unit="%"} 54.1
chip_impl_metric{name="final.fill_count",unit=""} 405
chip_impl_metric{name="fin_crit_period",unit="ns"} 1.15
chip_impl_metric{name="avgViaCountPerCell",unit=""} 2.33
chip_impl_metric{name="layout_cell_area_excl_fill",unit="um2"} 388
chip_impl_metric{name="slew_violations",unit=""} 0
chip_impl_metric{name="ys_chip_area",unit="um2"} 185
chip_impl_metric{name="clock_tree.buffer_depth",unit=""} 2
chip_impl_info{name="worst_setup_path_end_kind",value="output port"} 1
chip_impl_metric{name="post_synth_instance_area",unit="um2"} 185
chip_impl_metric{name="synth_stat.cells",unit=""} 19
chip_impl_metric{name="final_min_period_over_clock_period",unit="%"} 95.6
chip_impl_info{name="area_leader_netlist",value="dfxtp_1"} 1
chip_impl_info{name="hold_path_class",value="flop to flop"} 1
chip_impl_metric{name="die-height",unit="um"} 80
chip_impl_metric{name="setup-violations-final",unit=""} 0
chip_impl_metric{name="grt_overflow_total",unit=""} 0
chip_impl_metric{name="clock_tree.htree_level_count",unit=""} 1
chip_impl_metric{name="dieWidth",unit="um"} 80
chip_impl_metric{name="place_area",unit="um2"} 350
chip_impl_metric{name="synth.ff_latch_count",unit=""} 5
chip_impl_metric{name="drive_above_1_share",unit="%"} 30.6
chip_impl_metric{name="finalCoreUtilization",unit="%"} 11.4
chip_impl_metric{name="final_hold_violation_tally",unit=""} 0
chip_impl_metric{name="antenna_diodes",unit=""} 0
chip_impl_metric{name="port_buffers",unit=""} 10
chip_impl_metric{name="powerDensity",unit="nW/um2"} 1120
chip_impl_metric{name="placed_cells",unit=""} 76
chip_impl_metric{name="post_drt_wl_per_cell",unit="um"} 8.16
chip_impl_metric{name="cts_buffers",unit=""} 3
chip_impl_metric{name="std_cell_rows",unit=""} 21
chip_impl_metric{name="worst_clock_skew",unit="ns"} 0
chip_impl_metric{name="synthesis.area_per_instance",unit="um2"} 9.75
chip_impl_info{name="yosys-top-cells-area",value="dfxtp_1 54%, buf_4 8.1%, o41ai_1 4.7%"} 1
chip_impl_metric{name="power.leakage",unit="uW"} 0.000151
chip_impl_metric{name="seq_power_share",unit="%"} 41.8
chip_impl_info{name="tritoncts",value="done"} 1
chip_impl_metric{name="tritoncts_num_sinks",unit=""} 5
chip_impl_metric{name="swShare",unit="%"} 21.2
chip_impl_metric{name="maximum_number_of_pins_on_one_net_before_global_route_repair",unit=""} 5
chip_impl_info{name="hold_end",value="a[6]"} 1
chip_impl_metric{name="cp.arrival",unit="ns"} 0.91
chip_impl_metric{name="min_path_cells",unit=""} 2
chip_impl_metric{name="cts_hold_repair_buffers",unit=""} 0
chip_impl_metric{name="synth_sequential_area_ratio",unit="%"} 54.1
chip_impl_info{name="regToRegEndpoint",value="a[5]"} 1
chip_impl_metric{name="floorplan.die_area",unit="um2"} 6400
chip_impl_metric{name="drc",unit=""} 0
chip_impl_metric{name="clk_pin_slew",unit="ns"} 0.04
chip_impl_metric{name="grt_first_pass_wirelength",unit="mm"} 1.12
chip_impl_info{name="ctsRootBufferMaster",value="clkbuf_4"} 1
chip_impl_metric{name="grt_antenna_before_repair",unit=""} 0
chip_impl_metric{name="core_area",unit="um2"} 3420
chip_impl_metric{name="core_util_floorplan",unit="%"} 5.42
chip_impl_info{name="worst_r2r_startpoint",value="a[5]"} 1
chip_impl_metric{name="tally_of_openroad_warnings",unit=""} 25
chip_impl_metric{name="cellInternalPower",unit="uW"} 344
chip_impl_metric{name="timing.critical_path.required",unit="ns"} 0.96
chip_impl_metric{name="cp_max_fo",unit=""} 2
-- kinds of logic after synthesis --
family	share of synthesized area [%]
AND-OR/OR-AND	15.5
buffers and inverters	12.2
flip-flops	54.1
other	2.03
AND/OR/NAND/NOR	16.2
-- power groups by stage --
stage | Sequential [uW] | Clock, uW | Combinational, uW
finish | 182 | 194 | 60.0
CTS | 182 | 200 | 61.4
global route | 183 | 212 | 69.0
-- critical path, stage by stage (launching register included) --
cell           delay [ns]
dfxtp_2              0.31
buf_4                0.12
dlygate4sd2_1        0.23
-- how the worst max path moves through the flow --
stage,from,end,slack (ns),cells past startpoint
after CTS,a[3],a[0],0.04,2
after global routing,a[3],a[0],0.02,2
final,a[3],a[0],0.05,2
-- through the flow --
stage / total power, uW / setup WS [ns] / setup TNS [ns]
3_5_place_dp: 246 / -0.108 / -0.177
5_1_grt: 464 / 0.0157 / 0
6_report: 436 / 0.0526 / 0
2_1_floorplan: 197 / 0.318 / 0
4_1_cts: 444 / 0.0447 / 0
3_3_place_gp: 245 / -0.0920 / -0.156
-- cells in the final DEF, fill, tap and decap left out --
cell | netlist | routed
o31ai_1 | 1 | 1
inv_1 | 2 | 2
o21a_1 | 1 | 1
dfxtp_2 | 0 | 3
dlygate4sd2_1 | 0 | 6
nor3b_1 | 1 | 1
or4_1 | 1 | 1
dfxtp_1 | 5 | 2
o21ai_0 | 1 | 1
nor3_1 | 1 | 1
conb_1 | 1 | 1
nor2_1 | 1 | 1
buf_4 | 2 | 5
o41ai_1 | 1 | 1
clkbuf_4 | 0 | 3
nor2b_1 | 1 | 1
clkdlybuf4s50_1 | 0 | 4
clkbuf_1 | 0 | 1
-- cell usage after synthesis (all sizes together) --
library cell and number:
buf 2, conb 1, dfxtp 5, inv 2
nor2 1, nor2b 1, nor3 1, nor3b 1
o21a 1, o21ai 1, o31ai 1, o41ai 1
or4 1
-- metal layers --
layer	track usage, %	wire length (um)
met2	2.57	199
met5	0	0
met4	0.176	0
met1	2.53	275
met3	3.64	194
-- what timing repair did --
action                                  in CTS  in global routing
endpoints found under the hold margin        0                  0
endpoints found under the setup margin       6                  0
setup buffers                                2                  0
gates resized                                9                  0
-- layout make-up --
cell class | instances | area [um2] | area share (%)
repair buffers | 15 | 130 | 33.5
flip-flops and latches | 5 | 104 | 26.8
multi-input cells | 10 | 62.6 | 16.1
well taps | 46 | 57.6 | 14.8
clock buffers | 4 | 26.3 | 6.77
inverters | 2 | 7.51 | 1.94
Power and IR drop assume default switching activity.
