`flow/config.mk`:
```
export PLATFORM = sky130hd
export DESIGN_NAME = Aula2
export DESIGN_NICKNAME = Aula2
export VERILOG_FILES = /design/flow/design.v
export SDC_FILE = /design/flow/constraint.sdc
export NUM_CORES = 4
export LEC_CHECK = 1
export CORE_UTILIZATION = 30
```
`flow/design.v`:
```
module Aula2(
	input [9:0] SW,
	input [3:0] KEY,
	output [8:0] LEDG,
	input CLOCK_50,
	output [6:0] HEX0,
	output [6:0] HEX1,
	output [6:0] HEX3,
	output [9:0] LEDR
);
BC_elevador joao(.s(SW[0]), .d(SW[1]), .b1(KEY[3]), .b2(KEY[2]), .b3(KEY[1]), .b4(KEY[0]), .sp(SW[2]),
					  .spe(SW[3]), .b(HEX0), .clock(CLOCK_50), .c(HEX1), .sen1(SW[8]), .sen2(SW[7]), .sen3(SW[6]),
					  .sen4(SW[5]), .e(HEX3), .motor1(LEDR[9]), .motor2(LEDR[8]), .porta(LEDR[0]), .reset(SW[9]),
					  .emerg(SW[4]), .led(LEDG[8:0]));
endmodule
module BC_elevador(
	input s,d,b1,b2,b3,b4,sp,spe,clock,sen1,sen2,sen3,sen4,reset,emerg,
	output reg[8:0] led,
	output reg[6:0] b,
	output reg[6:0] c,
	output reg[6:0] e,
	output reg[0:0]motor1, 
	output reg[0:0]motor2,
	output reg[0:0]porta
);
reg[1:0] de;
reg[3:0] state = 4'b0000;
always@(posedge clock)
	begin
		if(reset) begin 
			state <= 4'b0000;
			de = 2'b11;
					end
		case(state)
			4'b0000: begin
				b <= 7'b1000000;
				de = 2'b11;
				motor1 <= 0;
				motor2 <= 0;
				if(sen1) c <= 7'b1111001;
				else if(sen2) c <= 7'b0100100;
				else if(sen3) c <= 7'b0110000;
				else if(sen4) c <= 7'b0011001;
				case(de)
					2'b00: e <= 7'b1111001;
					2'b01: e <= 7'b0100100;
					2'b10: e <= 7'b0110000;
					2'b11: e <= 7'b0011001;
				endcase
				if(sp) porta <= 1;
				if(~sp) porta <= 0;
				if(spe) porta <= 1;
				if(s==1) state <= 4'b0001;
				if(d==1) state <= 4'b0010;
						end
			4'b0001: begin
				b <= 7'b1111001;
				if(sen1) c <= 7'b1111001;
				else if(sen2) c <= 7'b0100100;
				else if(sen3) c <= 7'b0110000;
				else if(sen4) c <= 7'b0011001;
				case(de)
					2'b00: e <= 7'b1111001;
					2'b01: e <= 7'b0100100;
					2'b10: e <= 7'b0110000;
					2'b11: e <= 7'b0011001;
				endcase
				if(sp) porta <= 1;
				if(~sp) porta <= 0;
				if(spe) porta <= 1;
				if(sp==0 && spe==0) state <= 4'b0011;
						end
			4'b0010: begin
				b <= 7'b0100100;
				if(sen1) c <= 7'b1111001;
				else if(sen2) c <= 7'b0100100;
				else if(sen3) c <= 7'b0110000;
				else if(sen4) c <= 7'b0011001;
				case(de)
					2'b00: e <= 7'b1111001;
					2'b01: e <= 7'b0100100;
					2'b10: e <= 7'b0110000;
					2'b11: e <= 7'b0011001;
				endcase
				if(sp) porta <= 1;
				if(~sp) porta <= 0;
				if(spe) porta <= 1;
				if(sp==0 && spe==0) state <= 4'b0100;				
						end
			4'b0011: begin
				b <= 7'b0110000;
				case(de)
					2'b00: e <= 7'b1111001;
					2'b01: e <= 7'b0100100;
					2'b10: e <= 7'b0110000;
					2'b11: e <= 7'b0011001;
				endcase
				if(sen1) c <= 7'b1111001;
				else if(sen2) c <= 7'b0100100;
				else if(sen3) c <= 7'b0110000;
				else if(sen4) c <= 7'b0011001;
				motor1 <= 0;
				motor2 <= 1;
				state <= 4'b0101;				
						end
			4'b0100: begin
				b <= 7'b0011001;
				if(sen1) c <= 7'b1111001;
				else if(sen2) c <= 7'b0100100;
				else if(sen3) c <= 7'b0110000;
				else if(sen4) c <= 7'b0011001;
				case(de)
					2'b00: e <= 7'b1111001;
					2'b01: e <= 7'b0100100;
					2'b10: e <= 7'b0110000;
					2'b11: e <= 7'b0011001;
				endcase
				motor1 <= 1;
				motor2 <= 0;
				state <= 4'b0101;				
						end
			4'b0101: begin
				b <= 7'b0010010;
				if(sen1) c <= 7'b1111001;
				else if(sen2) c <= 7'b0100100;
				else if(sen3) c <= 7'b0110000;
				else if(sen4) c <= 7'b0011001;
				case(de)
					2'b00: e <= 7'b1111001;
					2'b01: e <= 7'b0100100;
					2'b10: e <= 7'b0110000;
					2'b11: e <= 7'b0011001;
				endcase
				if(sen1) begin
					if (de == 2'b00) state <= 4'b0110;
							end
				if(sen2) begin
					if (de == 2'b01) state <= 4'b0110;
							end
				if(sen3) begin
					if (de == 2'b10) state <= 4'b0110;
							end
				if(sen4) begin
					if (de == 2'b11) state <= 4'b0110;
							end
						end
			4'b0110: begin
				b <= 7'b0000010;
				if(sen1) c <= 7'b1111001;
				else if(sen2) c <= 7'b0100100;
				else if(sen3) c <= 7'b0110000;
				else if(sen4) c <= 7'b0011001;
				case(de)
					2'b00: e <= 7'b1111001;
					2'b01: e <= 7'b0100100;
					2'b10: e <= 7'b0110000;
					2'b11: e <= 7'b0011001;
				endcase
				motor1 <= 0;
				motor2 <= 0;
				state <= 4'b0111;				
						end
			4'b0111: begin
				b <= 7'b1111000;
				if(sen1) c <= 7'b1111001;
				else if(sen2) c <= 7'b0100100;
				else if(sen3) c <= 7'b0110000;
				else if(sen4) c <= 7'b0011001;
				case(de)
					2'b00: e <= 7'b1111001;
					2'b01: e <= 7'b0100100;
					2'b10: e <= 7'b0110000;
					2'b11: e <= 7'b0011001;
				endcase
				if(sp) porta <= 1;
				if(~sp) porta <= 0;
				if(spe) porta <= 1;
				state <= 4'b1000;	
						end
			4'b1000: begin
				b <= 7'b000000;
				if(sen1) c <= 7'b1111001;
				else if(sen2) c <= 7'b0100100;
				else if(sen3) c <= 7'b0110000;
				else if(sen4) c <= 7'b0011001;
				case(de)
					2'b00: e <= 7'b1111001;
					2'b01: e <= 7'b0100100;
					2'b10: e <= 7'b0110000;
					2'b11: e <= 7'b0011001;
				endcase
				if(sp) porta <= 1;
				if(~sp) porta <= 0;
				if(spe) porta <= 1;
				if(sen1) begin
					if(~b2)      begin 
										state <= 4'b0001;
										de = 2'b01;
									end
					else if(~b3) begin
										state <= 4'b0001;
										de = 2'b10;
									end
					else if(~b4) begin
										state <= 4'b0001;
										de = 2'b11;
									end
							end
				if(sen2) begin
					if(~b1) begin
								state <= 4'b0010;
								de = 2'b00;
							end
					else if(~b3) begin
										state <= 4'b0001;
										de = 2'b10;
									end
					else if(~b4) begin
										state <= 4'b0001;
										de = 2'b11;
									end
							end					
				if(sen3) begin
					if(~b1) begin
								state <= 4'b0010;
								de = 2'b00;
							end
					else if(~b2) begin
										state <= 4'b0010;
										de = 2'b01;
									end
					else if(~b4) begin
										state <= 4'b0001;
										de = 2'b11;
									end
							end
				if(sen4) begin
					if(~b1)      begin 
										state <= 4'b0010;
										de = 2'b00;
									end
					else if(~b2) begin
										state <= 4'b0010;
										de = 2'b01;
									end
					else if(~b3) begin
										state <= 4'b0010;
										de = 2'b10;
									end
							end
						end	
		endcase
		if(emerg)
			begin
				led <= 8'b11111111;
				motor1 <= 0;
				motor2 <= 0;
			end
		else led <= 8'b00000000;
	end
endmodule
```
`flow/run.sh`:
```
#!/bin/bash
# OpenROAD 26Q1-2900-gdf79404cd8, Yosys 0.63+post, stock flow scripts
make -C /OpenROAD-flow-scripts/flow DESIGN_CONFIG=/design/flow/config.mk WORK_HOME=/design/flow/orfs finish
```
`flow/constraint.sdc`:
```
current_design Aula2

set clk_period 3.7
set clk_io_pct 0.2

create_clock -name clk0 -period $clk_period [get_ports {CLOCK_50}]

set non_clock_inputs [all_inputs -no_clocks]
set_input_delay [expr $clk_period * $clk_io_pct] -clock clk0 $non_clock_inputs
set_output_delay [expr $clk_period * $clk_io_pct] -clock clk0 [all_outputs]
```
==> Slide: Implementation Results <==
Implementation Results

Synth
  • Share of synthesized area occupied by flip-flops and latches: 35.4%
  • Synthesis warning total: 8
  • # Cells Yosys: 255
  • Number of distinct standard cells referenced by the synthesized netlist: 57
  • Post-synth tally of flip-flops with integrated enable: 18
  • Post-Synthesis Mean Instance Area: 8.64 um^2
  • Register bit total from synthesis: 30
  • Chip area in the Yosys report: 2200 um^2
  • Synthesized instance count: 255
  • Main synth FF type: edfxtp_1
  • Synth Cell Area: 2200 um^2
  • Post-synth ARST share: 0%

Global route
  • Number of antenna violations at the first check in global routing: 0
  • Maximum number of pins on one net before global-route repair: 22
  • Global-route wire length before repair: 8.34 mm
  • Number of global-route vias before repair: 1,628
  • Gr ovfl total: 0
  • All-layer global routing usage: 13.8%

Place
  • Placement-stage cell area: 2560 um^2
  • Detailed-placement wirelength estimate: 3.50 mm
  • Pre-CTS setup slack: 0.711 ns
  • Number of buffers added on ports: 44
  • Post-placement cell count: 368
  • Final GP Congestion: 0.871

Power
  • Static Leakage: 0.978 nW
  • Net switching fraction of the power: 35.2%
  • Combinational Power Share: 38.3%
  • Ratio of total power to cell area: 530 nW/um^2
  • Sw Pwr: 0.494 mW
  • Total power draw: 1.40 mW
  • Internal power contribution: 0.909 mW
  • Max rail drop VDD: 179 uV
  • Share of total power in sequential cells: 43.3%
  • Clock Power Share: 18.4%

Min path
  • Number of instances on the worst hold path: 2
  • Hold Startpoint: joao.motor2
  • Hold worst-path end: joao.motor2
  • Path category of the worst min-delay check: reg -> reg

Die
  • Die X: 87.7 um
  • Floorplan row count: 30
  • Y dimension of the die: 87.7 um
  • Count of pins on the block boundary: 55
  • Core ar.: 6940 um^2
  • Floorplan core density: 31.7%
  • Chip area: 7690 um^2

Route
  • Antenna fix cells: 0
  • DRT antenna net count: 0
  • DR iter-0 viols: 210
  • Post-route DRC: 0
  • Average routed wire per standard cell: 13.1 um
  • DR vias: 1,889
  • Length of the first detailed-routing pass in iterations: 5
  • Vias/cell: 5.02
  • Total length of routed wires: 4.94 mm

Final timing
  • Final setup TNS: 0 ns
  • Final Cycle Share: 73.8%
  • Final count of negative-setup-slack endpoints: 0
  • Fin. Hold Viols: 0
  • Slack of the critical path: 0.969 ns
  • Worst rel slew slack: 52.3%
  • Unrepaired setup endpoints after global routing: no
  • Tightest hold margin: 0.488 ns
  • Achievable Freq: 366 MHz
  • Tightest Pin Transition: 0.715 ns
  • Max Transition Viols Final: 0
  • Worst clock skew on the final layout: 0.00893 ns
  • Clock period minus final worst setup slack: 2.73 ns

Critical path
  • Largest fanout on the critical path: 17
  • Worst Setup Path Type: in -> reg
  • Worst EP arrival: 2.89 ns
  • Element type at the critical path start: input port
  • Source of the worst register-to-register timing path: joao.state[2]
  • Slack of the worst reg-to-reg path: 1.39 ns
  • Endpoint kind of the worst setup timing path: register
  • Length in cells of the worst reg-to-reg path: 6
  • Required time of the critical path: 3.86 ns
  • Capture instance of the worst register-to-register path: joao.state[3]

Clock tree
  • H-tree levels: 2
  • CTS max path bufs: 2
  • CTS clock-pin slew for the worst setup and hold paths: 0.07 ns
  • Clock tree sinks: 30
  • Master cell of the clock root buffer: clkbuf_8
  • Number of post-CTS setup repair buffers: 0
  • Clock insertion delay at the later pin of the skew report: 0.28 ns
  • Post-cts repair resize count: 0
  • Hold-fix buffer count after cts: 0
  • CTS tree: done
  • Number of clock buffers inserted by TritonCTS: 5

Cells and area
  • Utilization of the core after routing: 38.1%
  • Fraction of final layout cells sized beyond drive strength 1: 6.43%
  • Signed area change from the synthesized netlist to the final layout: 20.2%
  • Post-route cell area: 2650 um^2
  • Non-filler instance count after layout: 376

Flow run
  • Number of warnings in the stage logs: 30
  • Maximum capacitance violations: 0

Outcome
  • Result of the run: finished, final reports clean
==> cell families after synthesis <==
| kind of cell | synth area share, % |
|---|---|
| and+or+nand+nor | 24.1 |
| AOI/OAI and AO/OA | 21.8 |
| buffers and inverters | 13.7 |
| DFF | 35.4 |
| adders and majority gates | 3.41 |
| muxes | 0.965 |
| other | 0.170 |
| xor gates and xnor gates | 0.398 |
==> cell usage after synthesis (2+ instances only) <==
cell / number / share of area [%]
and2_1: 3 / 0.85
a21boi_0: 2 / 0.68
nand2_1: 15 / 2.6
a21oi_1: 17 / 3.9
a221oi_1: 2 / 0.80
a22oi_1: 2 / 0.68
o31ai_1: 2 / 0.68
or2_2: 2 / 0.57
buf_2: 7 / 1.6
ha_1: 6 / 3.4
a31oi_1: 2 / 0.57
nor3_1: 11 / 2.5
nand3_1: 4 / 0.91
nor2b_1: 10 / 2.8
o22ai_1: 2 / 0.57
buf_4: 24 / 8.2
nand3b_1: 2 / 0.68
and3b_1: 3 / 1.2
a2bb2oi_1: 2 / 0.80
nand2b_1: 9 / 2.6
o211ai_1: 7 / 2.4
nor2_1: 25 / 4.3
nand4_1: 2 / 0.57
inv_1: 13 / 2.2
clkbuf_1: 5 / 0.85
o2111ai_1: 2 / 0.80
o21a_1: 3 / 1.0
a211o_1: 2 / 0.80
and3_1: 2 / 0.57
o21ai_0: 10 / 2.3
a32o_1: 2 / 0.91
dfxtp_1: 12 / 11
edfxtp_1: 18 / 25
a22o_1: 2 / 0.80
==> cell usage in the layout, fill, tap and decap left out, types with 3 or more instances in the layout <==
cell              n
dfxtp_1          12
clkdlybuf4s50_1  44
nand2_1          15
o21a_1            3
o21ai_0          10
clkbuf_8          5
and3b_1           3
nor3_1           11
inv_1            13
nor2b_1          10
nand2b_1          9
a21oi_1          17
conb_1           10
nand3_1           4
nor2_1           25
and2_1            3
o211ai_1          7
edfxtp_1         18
ha_1              6
==> power by group through the flow <==
stage         Combinational [mW]  Clock [mW]  Sequential (mW)
finish                     0.537       0.258            0.608
global route               0.616       0.278            0.630
CTS                        0.542       0.264            0.607
==> critical path: stages <==
cell and delay [ns]:
clkdlybuf4s50_1 0.86, mux2_2 0.40, o211ai_1 0.09, o211ai_1 0.14
a2111oi_2 0.51, nand4_1 0.14
==> flip-flops by register name, indices dropped and copies added, names as in the netlist, named ones only <==
| name | cells |
|---|---|
| joao.b | 7 |
| joao.state | 4 |
| joao.led | 1 |
| joao.c | 5 |
| joao.motor2 | 1 |
| joao.porta | 1 |
| joao.motor1 | 1 |
| joao.de | 3 |
| joao.e | 5 |
==> worst max-delay path by stage <==
stage	slack, ns	endpoint	from
4_1_cts	0.99	register	SW[6]
5_1_grt	0.82	register	SW[6]
6_report	0.97	register	SW[6]
==> final cells by class <==
class	count	area, um^2
clock buffer	5	68.8
clock inverter	3	16.3
fill	688	4300
inverter	14	52.6
multi-input combinational	182	1150
sequential	30	781
tap	96	120
timing repair buffer	46	455
==> layer usage <==
| layer | GRT usage, % | routed length, um |
|---|---|---|
| met1 | 22.2 | 2390 |
| met2 | 19.9 | 2260 |
| met3 | 2.29 | 232 |
| met4 | 2.68 | 65 |
| met5 | 0 | 0 |
No activity file was given, so power comes from the tool's default toggle rates.
